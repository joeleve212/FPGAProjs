===== design/flow/run.sh =====
#!/bin/bash
# OpenROAD 26Q1-2900-gdf79404cd8, Yosys 0.63+post, stock flow scripts
make -C /OpenROAD-flow-scripts/flow DESIGN_CONFIG=/design/flow/config.mk WORK_HOME=/design/flow/orfs finish

===== design/flow/config.mk =====
export PLATFORM = sky130hd
export DESIGN_NAME = debouncer
export DESIGN_NICKNAME = debouncer
export VERILOG_FILES = /design/flow/design.v
export SDC_FILE = /design/flow/constraint.sdc
export NUM_CORES = 4
export LEC_CHECK = 1
export CORE_AREA = 10 10 70 70
export DIE_AREA = 0 0 80 80

===== design/flow/constraint.sdc =====
current_design debouncer

set clk_period 4.6
set clk_io_pct 0.2

create_clock -name clk0 -period $clk_period [get_ports {clk}]

set non_clock_inputs [all_inputs -no_clocks]
set_input_delay [expr $clk_period * $clk_io_pct] -clock clk0 $non_clock_inputs
set_output_delay [expr $clk_period * $clk_io_pct] -clock clk0 [all_outputs]

===== design/flow/design.v =====
module debouncer (
    input clk,  
    input in,   
    output out   
  );
  reg [7:0] pressCount = 8'h00;
  parameter integer minCount = 10;  
  reg outVal = 1'b0;
  assign out = outVal;
  always @(posedge clk) begin
    if (in && (pressCount < 255)) begin
      pressCount = pressCount + 1;
    end else if (pressCount > 0) begin
      pressCount = pressCount - 1;
    end
    if (pressCount > 200) begin
      outVal = 1'b1;
    end else if (pressCount == 0) begin
      outVal = 1'b0;
    end
  end
endmodule

==> flow.log <==
[flow] collecting metrics
[metrics] status: complete, no violations
[metrics] TritonCTS clock tree: done
[metrics] height of the die: ~80 um
[metrics] Setup Fix Bufs, Post-CTS: 0
[metrics] endpoint arrival time on the critical path: about 2.8 ns
[metrics] FF-to-FF path depth: 9
[metrics] effective utilization at floorplan: 0.208
[metrics] Reg2Reg Capture Point: outVal
[metrics] distinct cell type count of the synthesized netlist: between 40 and 50
[metrics] Hold Crit Depth: 2
[metrics] CP endpoint kind: flip-flop
[metrics] Setup Crit Path Kind: primary input to flip-flop
[metrics] path category of the worst min-delay check: flip-flop to flip-flop
[metrics] Area growth, synth to finish: 9.67%
[metrics] unrepaired setup endpoints after global routing: no
[metrics] vias per cell: 4.94
[metrics] All-Layer GR Usage: 0.0448
[metrics] TritonCTS buffer count: 3
[metrics] detail-routed net length per standard cell: 11.0 um
[metrics] crit path launch: in
[metrics] total of cells resized after clock tree synthesis: 0
[metrics] critical path's top delay family: AND-OR/OR-AND gates
[metrics] chip footprint: around 6400 sq um
[metrics] number of maximum-capacitance constraint violations: 0
[metrics] number of global-route vias before repair: around 550
[metrics] number of buffer and inverter stages on the critical path: 1
[metrics] Final WS setup: 2.00 ns
[metrics] most common flop cell mapped by yosys: dfxtp_1
[metrics] area of the core: roughly 3400 sq um
[metrics] number of setup violations in the final report: 0
[metrics] number of warning messages in the logs: 26
[metrics] Routability Congestion: roughly 0.87
[metrics] startpoint type of the worst setup path: primary input
[metrics] Die W: ~80 um
[metrics] I/O pin cnt: 3
[metrics] CTS HTree Levels: 1
[metrics] reported leakage power: approximately 0.26 nW
[metrics] number of antenna violations at the first check in global routing: 0
[metrics] ys cells: between 80 and 90
[metrics] Skew-Pair Late Insertion Delay: between 0.2 and 0.3 ns
[metrics] total placed cells including tap cells: between 100 and 150
[metrics] master cell of the clock root buffer: clkbuf_4
[metrics] setup slack, reg-to-reg: 2.19 ns
[metrics] layout cell share with drive strength beyond 1: 0.141
[metrics] power after layout: about 0.0005 W
[metrics] count of fill cells added during filler insertion: around 370
[metrics] Worst path slowest cell: clkdlybuf4s50_1
[metrics] hold path endpoint: outVal
[metrics] peak per-stage delay on the critical path: roughly 0.60 ns
[metrics] number of placement rows: 21
[metrics] max-slew violation count: 0
[metrics] Post-synth seq share: 0.253
[metrics] Slew @ Worst Pin: approximately 0.46 ns
[metrics] post-route worst hold slack: between 0.4 and 0.5 ns
[metrics] instance count of the mapped netlist: between 80 and 90
[metrics] pin count of the biggest net entering global routing: 13
[metrics] Clock Sinks: 9
[metrics] total number of yosys warnings: 1
[metrics] Post-Route Setup TNS: 0 ns
[metrics] DRC violation total after the first TritonRoute iteration: 99
[metrics] met3 track demand over resource in global routing: 0.0227
[metrics] Power Dens Cells: ~640 nW/um^2
[metrics] Cell Chain, Critical Path: clkdlybuf4s50_1, nand4_1, a31oi_1, o21bai_1, a22oi_2, or2_1, o41ai_2, a21oi_1
[metrics] Fmax achieved: 384 MHz
[metrics] Congestion Overflow GR: 0
[metrics] ratio of final minimum period to clock period: 0.566
[metrics] detailed-route via count: around 650
[metrics] worst-case headroom to the max-slew limit: 0.690
[metrics] count of library flops with an enable pin: 0
[metrics] FF+latch area: about 180 sq um
[metrics] sum of net half-perimeters after detailed placement: 1.06 mm
[metrics] number of hold buffers added after CTS: 0
[metrics] logic area: between 400 and 500 sq um
[metrics] GRT Max-Usage Layer: met2
[metrics] input/output buffers: 2
[metrics] number of buffers on the longest clock path: 2
[metrics] reg-to-reg startpoint: pressCount[0]
[metrics] asr flop ratio synth: 0
[metrics] wire length of the first global-routing pass: about 2.4 mm
[metrics] diode insertion count for antenna repair: 0
[metrics] DP Worst Slack: ~1.8 ns
[metrics] detailed-route DRC error count: 0
[metrics] hold violation total from the final report: 0
[metrics] TritonRoute pass-1 iters: 4
[metrics] ys flops: 9
[metrics] min-delay src: outVal
[metrics] chip area in the Yosys report: a little over 700 sq um
[metrics] time the worst path needs with I/O delays and setup: 2.60 ns
[metrics] worst endpoint required time: ~4.8 ns
[metrics] VDD IR max: between 100 and 150 uV
[metrics] Post-Syn Area: 712 sq um
[metrics] number of routed nets with antenna violations: 0
[metrics] Total Wirelength: ~1.4 mm
[metrics] met2 GRT Util: 0.0626
[metrics] global routing usage on met1: 0.0583
[metrics] worst-path fanout max: 7
[metrics] setup clock skew after layout: 0.00963 ns
[metrics] Mapped Avg Cell Area: roughly 8.6 sq um
[metrics] number of cells in the finished layout apart from fillers: between 100 and 150
[metrics] clock transition at the registers of the reported paths: approximately 0.060 ns
==> through the flow <==
stage | instance area, sq um | util
floorplan | 712 | -
finish | 781 | 0.229
detailed placement | 754 | 0.221
global route | 781 | 0.229
global placement | 754 | 0.221
CTS | 781 | 0.229
==> placed cells by master, fill, tap and decap left out, types with 2 or more instances in the layout <==
cell type	n
or3_1	2
xnor2_1	2
a31oi_1	3
nor2_1	8
nor3_1	3
inv_1	4
dfxtp_1	9
and2_1	2
nand3_1	4
o21bai_1	2
and4_1	2
clkdlybuf4s50_1	2
or2_1	2
nand4_1	2
mux2i_1	2
clkbuf_4	3
o22ai_1	2
a21oi_1	3
nand2_1	4
ha_1	2
==> sequential cells by signal (all words and copies together), names as in the netlist <==
register    cells
pressCount      8
outVal          1
==> routing by layer <==
layer  wire (um)  vias to the layer above
li1            -                      324
met1         707                      292
met2         569                       25
met3         127                        6
met4          41                        0
met5           0                        -
==> worst max-delay path by stage <==
stage,slack [ns],cells past startpoint,endpoint
4_1_cts,2.02,8,outVal
6_report,2.00,8,outVal
5_1_grt,1.91,7,outVal
==> cell families (layout without fill, tap and decap cells) <==
kind of cell / Yosys count / in the layout / synth area share
and+or+nand+nor: 35 / 35 / 0.295
AOI/OAI and AO/OA: 25 / 25 / 0.293
DFF: 9 / 9 / 0.253
buffers and inverters: 8 / 10 / 0.0703
adders and majority gates: 2 / 2 / 0.0351
xor gates and xnor gates: 2 / 2 / 0.0246
muxes: 2 / 2 / 0.0281
==> tightest hold or removal path, cell delays in order, from the launching register on <==
cell,delay [ns]
dfxtp_1,0.33
o41ai_2,0.05
a21oi_1,0.05
==> cell usage after synthesis, types with 2 or more instances <==
cell,count,area (sq um)
nand2_1,4,15.0
buf_6,2,22.5
xnor2_1,2,17.5
or2_1,2,12.5
dfxtp_1,9,180
or3_1,2,12.5
nor2_1,8,30.0
and2_1,2,12.5
mux2i_1,2,20.0
a31oi_1,3,18.8
nor3_1,3,15.0
o21bai_1,2,15.0
nand3_1,4,20.0
and4_1,2,17.5
o22ai_1,2,12.5
a21oi_1,3,15.0
nand4_1,2,12.5
ha_1,2,25.0
inv_1,4,15.0
==> cell type report <==
type | instances | area share
multi-input combinational | 66 | 0.617
inverter | 4 | 0.0192
tap | 46 | 0.0737
timing repair buffer | 2 | 0.0256
sequential | 9 | 0.231
clock buffer | 4 | 0.0337
==> power by group <==
| part | total (W) | switching, W | internal, W |
|---|---|---|---|
| clock network | 0.0000630 | 0.0000295 | 0.0000335 |
| registers | 0.000201 | 0.0000820 | 0.000119 |
| logic | 0.000234 | 0.000120 | 0.000114 |
| total | 0.000498 | 0.000231 | 0.000267 |
No activity file was given, so power comes from the tool's default toggle rates.
